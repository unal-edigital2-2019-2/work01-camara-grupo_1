`flow/constraint.sdc`:
```
current_design Captura_de_datos

set clk_period 4.5
set clk_io_pct 0.2

create_clock -name clk0 -period $clk_period [get_ports {Pclk}]

set non_clock_inputs [all_inputs -no_clocks]
set_input_delay [expr $clk_period * $clk_io_pct] -clock clk0 $non_clock_inputs
set_output_delay [expr $clk_period * $clk_io_pct] -clock clk0 [all_outputs]
```
`flow/run.sh`:
```
#!/bin/bash
# OpenROAD 26Q1-2900-gdf79404cd8, Yosys 0.63+post, stock flow scripts
make -C /OpenROAD-flow-scripts/flow DESIGN_CONFIG=/design/flow/config.mk WORK_HOME=/design/flow/orfs finish
```
`flow/design.v`:
```
`timescale 1ns / 1ps
module Captura_de_datos(
	input Href,
	input Vsync,
	input Pclk,
	input [7:0]D,
	output reg [14:0]addr,
	output reg [7:0]RGB332,
	output reg write
    );
reg state;
reg countData;
reg [14:0]address;
initial begin
	state <= 0;
	countData <= 0;
	address <= 15'b111111111111111;
end
always @(Vsync)begin
	if(Vsync)begin
		state <= 0;
	end else begin
		state <= 1;
	end
end
always @(posedge Pclk)begin
	if(state)begin
		if(Href)begin
			if(countData == 0)begin
				RGB332[7] <= D[6];
				RGB332[6] <= D[5];
				RGB332[5] <= D[4];
				RGB332[4] <= D[1];
				RGB332[3] <= D[0];
				countData <= 1;
				write <= 0;
			end
			if(countData == 1)begin
				RGB332[2] <= D[7];
				RGB332[1] <= D[4];
				RGB332[0] <= D[3];
				write <= 1;
				addr <= address + 1;
				address <= address + 1;
				countData <= 0;
			end
		end else begin
			write <= 0;
		end
	end else begin
		write <= 0;
	end
end
endmodule
```
`flow/config.mk`:
```
export PLATFORM = sky130hd
export DESIGN_NAME = Captura_de_datos
export DESIGN_NICKNAME = Captura_de_datos
export VERILOG_FILES = /design/flow/design.v
export SDC_FILE = /design/flow/constraint.sdc
export NUM_CORES = 4
export LEC_CHECK = 1
export CORE_AREA = 10 10 102 102
export DIE_AREA = 0 0 112 112
```
==> metrics.json <==
{
  "post-synth-top-area-fraction_pct": 77.2,
  "timing_max_transition_violations_final": 0,
  "setup.worst_path.end_class": "flop",
  "via_count_of_the_routed_design": 797,
  "setup_viol": 0,
  "first_pass_detailed_route_iteration_total": 3,
  "routed_wire_length_per_instance_um": 11.3,
  "die-width_um": 112,
  "timing.critical_path.arrival_ns": 2.11,
  "post-synth-top-area-cell": "edfxtp_1",
  "clock_skew_ns": 0.00279,
  "place.detailed.hpwl_mm": 1.87,
  "grt_usage_pct": 4.32,
  "clk_pin_slew_worst_paths_ns": 0.07,
  "final_hold_viol_count": 0,
  "tritoncts.num_buffers": 5,
  "warnings": 26,
  "grt-ovfl-total": 0,
  "netlist-cell-type-count": 17,
  "yosysWarnings": 1,
  "yosys.stat.seqShare_pct": 78.5,
  "routabilityCongestion": 0.769,
  "maximum_net_fanout_on_the_critical_path": 33,
  "boundaryPins": 35,
  "post_cts.resized_instances": 0,
  "end_of_the_worst_register_to_register_path": "address[14]",
  "filler_cell_count": 839,
  "setup_total_negative_slack_ns": 0,
  "cts_tree": "yes",
  "start_kind": "input port",
  "clock_sinks": 40,
  "drc": 0,
  "critPathRequiredTime_ns": 4.44,
  "viasPerCell": 3.42,
  "cts_htree_levels": 2,
  "grt_setup_unrepaired": "no",
  "reg2reg_setup_slack_ns": 2.92,
  "syn2layout_area_growth_pct": 36.2,
  "holdBufCountCts": 0,
  "grt_antenna_before_repair": 0,
  "cts_setup_buffers": 0,
  "netlist_instances": 86,
  "power.ir.vdd_worst_mv": 0.103,
  "synth.area.top_cells": "edfxtp_1 77%, xor2_1 4.6%, xnor2_1 2.9%, nand4_4 2.8%, nor3_1 1.7%",
  "overall_die_area_um2": 12500,
  "cts.path.max_buffers": 2,
  "buffer_ports.inserted": 33,
  "fp_util_pct": 18.5,
  "post_route_cells_drive_above_1_share_pct": 7.81,
  "rr_startpoint": "address[0]",
  "yosys_area_um2": 1520,
  "tightestPinTransition_ns": 0.413,
  "ys_cells": 86,
  "power.total_mw": 0.667,
  "worstHoldEndpoint": "write",
  "worst_reg_to_reg_cells": 4,
  "postRouteAntennaNets": 0,
  "num_antenna_cells": 0,
  "first_global_vias": 843,
  "static-leakage-power_nw": 0.666,
  "clock_latency_ns": 0.28,
  "max-cap-violations": 0,
  "grt_first_pass_wirelength_mm": 4.38,
  "die_height_um": 112,
  "first_iter_violations": 36,
  "min_period_over_period_pct": 48.2,
  "worst_slew_margin_rel_pct": 72.5,
  "placeableCoreArea_um2": 8220,
  "floorplan.rows": 33,
  "finalWirelength_mm": 2.62,
  "synth.ff_latch_count": 40,
  "syn-mean-instance-area_um2": 17.6,
  "hold_path.class": "reg -> reg",
  "clock.fmax_ghz": 0.461,
  "result_of_the_run": "completed",
  "cts.root.buffer_cell": "clkbuf_8",
  "period_minus_slack_ns": 2.17,
  "path_class": "in -> reg",
  "synth_area_um2": 1520,
  "power_density_nw_per_um2": 323,
  "worstHoldStart": "countData",
  "layout.core_utilization_pct": 25.1,
  "hold_depth": 1,
  "grt_max_degree": 34
}
sequential cells by signal (all words and copies together) (netlist names):
name / cells
RGB332: 8
address: 15
addr: 15
countData: 1
write: 1
power by group:
part           total (mW)  leakage (nW)  switching, mW  internal (mW)
registers           0.422         0.367        0.00495          0.417
clock network       0.217        0.0399          0.110          0.108
logic              0.0280         0.259         0.0101         0.0180
cells in the mapped netlist:
cell,n
nor4_2,1
nand4_4,2
nor2_1,3
xor2_1,8
nand3_1,4
nand4_1,2
dfxtp_1,1
nand3_2,1
ha_1,1
edfxtp_1,39
nor2b_1,1
nor4_1,1
nor3_1,5
nand2_1,4
and2_1,3
inv_1,5
xnor2_1,5
metrics by stage:
| step | hold WS [ns] | instances | worst slack [ns] | instance area (um2) |
|---|---|---|---|---|
| 2_1_floorplan | 0.463 | 86 | 2.16 | 1520 |
| 3_3_place_gp | 0.497 | 225 | 2.05 | 1990 |
| 3_5_place_dp | 0.505 | 225 | 2.02 | 1990 |
| 4_1_cts | 0.526 | 233 | 2.32 | 2070 |
| 5_1_grt | 0.577 | 233 | 2.22 | 2070 |
| 6_report | 0.522 | 233 | 2.33 | 2070 |
critical path, cell delays in order:
cell and delay [ns]:
clkdlybuf4s50_1 0.45, nor2b_1 0.21, and2_1 0.16, buf_4 0.36
cells in the final DEF (no fill, tap or decap), types with 3 or more instances in the layout:
cell,instances
xor2_1,8
edfxtp_1,39
nor2_1,3
clkdlybuf4s50_1,33
inv_1,5
nor3_1,5
nand3_1,4
xnor2_1,5
clkbuf_8,5
and2_1,3
nand2_1,4
worst max path at each step:
stage,startpoint,endpoint,slack [ns],depth (start not counted)
CTS,Href,address[2],2.32,4
global route,Href,addr[2],2.22,4
finish,Href,address[7],2.33,4
cells by family (layout without fill, tap and decap cells):
group / Yosys count / after routing / synth area share [%]
DFF: 40 / 40 / 78.5
adders and majority gates: 1 / 1 / 0.825
buffers and inverters: 5 / 47 / 1.24
xor gates and xnor gates: 13 / 13 / 7.51
and+or+nand+nor: 27 / 27 / 11.9
cell type report:
type                            instances  area (um2)  share of cell area (%)
Clock buffer                            7        76.3                    3.69
Clock inverter                          1        3.75                   0.182
Inverter                                5        18.8                   0.909
Multi-Input combinational cell         41         307                    14.8
Sequential cell                        40        1190                    57.7
Tap cell                              105         131                    6.36
Timing Repair Buffer                   34         338                    16.4
metal layers:
layer  track usage (%)  wire (um)  vias up
li1                  -          -      402
met3              3.15        362        2
met4             0.592          8        0
met5                 0          0        -
met1              5.93       1180      362
met2              5.52       1070       31
No activity file was given, so power comes from the tool's default toggle rates.
