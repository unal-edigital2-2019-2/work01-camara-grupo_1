File: flow/run.sh
#!/bin/bash
# OpenROAD 26Q1-2900-gdf79404cd8, Yosys 0.63+post, stock flow scripts
make -C /OpenROAD-flow-scripts/flow DESIGN_CONFIG=/design/flow/config.mk WORK_HOME=/design/flow/orfs finish
File: flow/config.mk
export PLATFORM = sky130hd
export DESIGN_NAME = Down_sampler
export DESIGN_NICKNAME = Down_sampler
export VERILOG_FILES = /design/flow/design.v
export SDC_FILE = /design/flow/constraint.sdc
export NUM_CORES = 4
export LEC_CHECK = 1
export CORE_AREA = 10 10 93 93
export DIE_AREA = 0 0 103 103
File: flow/constraint.sdc
current_design Down_sampler

set clk_period 3.3
set clk_io_pct 0.2

create_clock -name clk0 -period $clk_period [get_ports {Pclk}]

set non_clock_inputs [all_inputs -no_clocks]
set_input_delay [expr $clk_period * $clk_io_pct] -clock clk0 $non_clock_inputs
set_output_delay [expr $clk_period * $clk_io_pct] -clock clk0 [all_outputs]
File: flow/design.v
`timescale 1ns / 1ps
module Down_sampler(
	input [7:0]data_bus,
	input Href,
	input VSync,
	input Pclk,
	output reg DP_RAM_regW,
	output [14:0]DP_RAM_addr_in,
	output reg [7:0]DP_RAM_data_in
    );
reg [7:0]d_latch;
reg href_last;
reg [1:0]cnt;
reg [2:0]hold_red;
reg [2:0]hold_green;
reg [14:0]address;
initial
begin
d_latch<=8'd0;
href_last<=0;
cnt<=2'd0;
hold_red<=3'd0;
hold_green<=3'd0;
address<=15'd0;
end
assign DP_RAM_addr_in=address;
always @(posedge Pclk)
begin
DP_RAM_regW<=0;
	if (VSync==1) begin
		address<=15'd32767;
		href_last<=0;
		cnt<=2'd0;
		end else begin
			if ((href_last==1)&(address != 15'b100101011111111))
				begin
				if (cnt==2'b11) begin
					address<=address+1'b1;
					end
				if (cnt==2'b01) begin
					cnt<=cnt+1'b1;
					end
			end
		end
		DP_RAM_data_in <= {hold_red,hold_green,d_latch[4:3]}; 
		hold_green   <= {d_latch[7],d_latch[6],d_latch[5]};  
      hold_red <= {d_latch[2],d_latch[1],d_latch[0]};
      d_latch <= data_bus;
      href_last <= Href;	
end
endmodule
==> flow_summary_export.csv <==
group,metric,value,unit
final_timing,grt_setup_unrepaired,"false",
global_route,gr-usage-met1,6.36,%
power,swShare,18.5,%
global_route,grtUsageMet3,2.51,%
power,power.share.sequential,58.2,%
synth,ys_seq_share,59.7,%
synth,mappedNetlistArea,1340,um^2
worst_setup_path,worst-setup-path-type,"flop to output port",
outcome,status,"finished, final reports clean",
global_route,antenna_found_initial,0,
final_timing,timing.final.crit_share,58.4,%
clocking,htree_num_levels,2,
floorplan,rows,30,
routing,first_iter_violations,32,
routing,n_antenna_cell,0,
worst_setup_path,worstSetupStartpointType,"flop",
power,power.density,469,nW/um^2
layout,layout.cells.most_common_list,"sky130_fd_sc_hd__dfxtp_1, sky130_fd_sc_hd__clkdlybuf4s50_1, sky130_fd_sc_hd__nand3_1, sky130_fd_sc_hd__nand2_1, sky130_fd_sc_hd__o21ai_0",
routing,post_route_drc_violation_count,0,
clocking,ctsResizeCount,0,
worst_setup_path,worst-r2r-setup-slack,1520,ps
power,p_clk_share,39.1,%
placed_design,io_buffer_count,33,
worst_setup_path,startpoint,"address[2]$_SDFFE_PP1P_",
synth,synth-xor-area-share,3.92,%
power,power.combinational.fraction,2.7,%
synth,simple_gate_share,22.9,%
routing,vias,964,
worst_setup_path,worst_setup_path_end_kind,"output port",
clocking,clk_latency,280,ps
final_timing,timing_hold_violations_final,0,
global_route,total_congestion_overflow,0,
run,max-cap-violations,0,
layout,area_growth_syn_to_layout,36.8,%
global_route,grt_util_all_layers,5.16,%
worst_setup_path,critical_path.max_stage_delay,520,ps
synth,synth-async-reset-ratio,0,%
final_timing,setup_viol,0,
synth,tally_of_yosys_warning_messages,1,
clocking,clockBufferDepth,2,
clocking,cts.root.buffer_cell,"sky130_fd_sc_hd__clkbuf_8",
floorplan,core_region_area,6760,um^2
synth,postSynth.topFlopCell,"sky130_fd_sc_hd__dfxtp_1",
synth,yosysCellCount,127,
global_route,top_usage_layer,"met2",
min_path,worstHoldPathCells,0,
layout,mostFrequentLayoutCell,"sky130_fd_sc_hd__dfxtp_1",
global_route,grt_first_pass_wirelength,4280,um
synth,ys_sh_adder,2.80,%
floorplan,dieWidth,103,um
synth,ys_seq_elements,40,
clocking,tritoncts_clock_tree,"yes",
routing,routed_wl,2760,um
worst_setup_path,timing.critical_path.buf_inv,1,
worst_setup_path,worstPathRequired,2640,ps
min_path,hp-start,"d_latch[5]$_DFF_P_",
clocking,cts_hold_buffers,0,
min_path,min-delay-path-class,"flop to flop",
final_timing,final_max_slew_viol_count,0,
final_timing,fin_skew,4.52,ps
routing,detail_route.vias_per_cell,3.98,
final_timing,layout_min_cycle_time,1930,ps
global_route,first_global_vias,911,
power,vdd.ir_drop.worst,0.000201,V
run,count_of_tool_warnings,26,
layout,comb_area,489,um^2
power,cellInternalPower,702,uW
synth,yosys-stat-area,1340,um^2
worst_setup_path,critical_path.reg2reg.endpoint,"address[8]$_SDFFE_PP1P_",
layout,layout.core_utilization,27.2,%
clocking,worst_path_clk_slew,70,ps
power,net-switching-power,160,uW
final_timing,max_clock_freq,0.519,GHz
clocking,numClockSinks,40,
placed_design,place_hpwl,2120,um
synth,logic_family,"simple AND/OR/NAND/NOR gates",
synth,post_synth_mux_area_share,0,%
synth,distinct_lib_cells_used,32,
routing,detailedRoute.firstPassIterationCount,4,
global_route,grt_start_max_net_pins,22,
synth,edf_count,0,
min_path,min_to,"hold_green[0]$_DFF_P_",
power,total_leakage_power,0.716,nW
routing,routedWlPerCell,11.4,um
worst_setup_path,crit_arrival,1270,ps
floorplan,initial_core_util,19.9,%
floorplan,floorplan.die.height,103,um
layout,fillers,699,
clocking,post_cts.repair.setup_buffers,0,
worst_setup_path,category_of_cells_accounting_for_the_largest_share_of_critical_path_delay,"buffers and inverters",
floorplan,dieArea,10600,um^2
global_route,globalRouteMet2Util,8.24,%
worst_setup_path,crit_fanout,9,
worst_setup_path,worst-r2r-cell-count,5,
synth,syn-mean-instance-area,10.6,um^2
synth,yosys.area_share.aoi,6.62,%
placed_design,finalWeightedCongestion,0.772,
routing,ant_nets,0,
synth,synthesis.instances,127,
layout,register_area,801,um^2
floorplan,top_level_i_o_count,35,
worst_setup_path,critical_path.cell_chain,"clkdlybuf4s50_1",
worst_setup_path,crit_slowest_cell,"sky130_fd_sc_hd__clkdlybuf4s50_1",
worst_setup_path,regToRegStartpoint,"address[0]$_SDFFE_PP1P_",
final_timing,setup_tns,0,ps
clocking,cts_buffers,5,
layout,share_of_post_route_cells_with_drive_strength_above_1,6.17,%
Yosys cell counts, types with 2 or more instances:
cell                       n  area, um^2
sky130_fd_sc_hd__dfxtp_1  40         801
sky130_fd_sc_hd__nand3_1  12        60.1
sky130_fd_sc_hd__nand2_1  11        41.3
sky130_fd_sc_hd__o21ai_0   9        45.0
sky130_fd_sc_hd__nand4_1   6        37.5
sky130_fd_sc_hd__or3_1     6        37.5
sky130_fd_sc_hd__xnor2_1   6        52.6
sky130_fd_sc_hd__inv_1     5        18.8
sky130_fd_sc_hd__nor4_1    4        25.0
sky130_fd_sc_hd__ha_1      3        37.5
sky130_fd_sc_hd__nor3_1    3        15.0
sky130_fd_sc_hd__buf_2     2        10.0
power groups by stage:
stage	registers [mW]	clock network (mW)	logic (mW)
4_1_cts	0.501	0.354	0.0243
5_1_grt	0.502	0.372	0.0255
6_report	0.501	0.337	0.0234
logic make-up (layout without fill, tap and decap cells):
logic type	count (synthesis)	in the layout
AND/OR/NAND/NOR	52	52
flip-flops	40	40
AND-OR/OR-AND	15	15
buffers and inverters	10	45
XOR/XNOR	6	6
adder cells (fa/ha/maj)	3	3
other	1	1
final cells by class:
type                    instances  share of cell area (%)
clock buffers                   7                    5.25
inverters                       5                    1.02
multi-input cells              77                    26.7
flip-flops and latches         40                    43.6
well taps                      80                    5.45
repair buffers                 33                    18.0
through the flow:
stage	total power, mW	instance area [um^2]	worst slack (ps)	instances	hold slack (ps)
4_1_cts	0.880	1840	1340	242	329
5_1_grt	0.900	1840	1280	242	333
3_5_place_dp	0.536	1740	1500	235	312
3_3_place_gp	0.536	1740	1540	235	310
6_report	0.861	1840	1370	242	327
2_1_floorplan	0.513	1340	1680	127	310
state kept, by name, summed over array words and instances, names as in the netlist:
signal	flops
address	15
DP_RAM_data_in	8
d_latch	8
hold_green	3
hold_red	3
cnt	2
href_last	1
worst max-delay path by stage:
| stage | endpoint | slack (ps) | depth (start not counted) |
|---|---|---|---|
| final | DP_RAM_addr_in[2] | 1370 | 1 |
| after global routing | DP_RAM_addr_in[2] | 1280 | 1 |
| after CTS | DP_RAM_addr_in[2] | 1340 | 1 |
layer usage:
layer | share of wire (%) | up-vias
met4 | 0.62 | 0
met1 | 47 | 419
met5 | 0 | -
met3 | 8.0 | 2
li1 | - | 522
met2 | 44 | 21
Power figures rest on the tool's default switching activity, not on a simulated workload.
